==> design/flow/design.v <==
module booths_multiplier(
input clk,               
input reset,             
input start,            
input [7:0] a_in,        
input [7:0] b_in,       
output [15:0] r_out,     
output ready         
);
parameter idle = 2'b00;
parameter shift = 2'b01;
parameter add = 2'b10;
reg [1:0] state;
reg [1:0] state_next;
always @ (negedge clk, negedge reset)
begin
    if(~reset)
        state<= idle;
    else    
        state <= state_next;
end
reg [7:0] Q;     
reg [7:0] A;     
reg q;           
reg [3:0] n;     
reg [7:0] Q_next;    
reg [7:0] A_next;    
reg q_next;          
reg [3:0] n_next;    
reg [7:0] M;     
always @(state, start, Q, Q_next, q_next, q) 
begin
    case (state)
    idle: begin
        if(start)
        begin
            if(a_in[0]^1'b0)
                state_next <= add;
            else    
                state_next <= shift;
        end
    end
    shift: begin
        if(n_next == 4'b0)
            state_next <= idle;
        else
        begin
            if(Q_next[0]^q_next)
                state_next <= add;
            else    
                state_next <= shift;
        end 
    end
    add: 
        state_next <= shift;
    default:
        state_next <= idle;
    endcase
end
assign ready = ~|state;
always @(negedge clk, negedge reset)
begin
    if(~reset)
    begin
        Q <= 8'bx;
        A <= 8'b0;
        q <= 1'bx;
        n <= 4'd8;
    end
    else
    begin
        Q <= Q_next;
        A <= A_next;
        q <= q_next;
        n <= n_next;
    end
end
always @(state, start, A, Q, q, n)  
begin
    case (state)
    idle:begin
        if(start)
        begin
            Q_next <= a_in;
            M <= b_in;
            A_next <= 8'b0;
            q_next <= 1'b0;
            n_next <= 4'd8;
        end
    end
    add: begin
        if({Q[0],q} == 2'b10)
            A_next <= A-M;
        else 
            A_next <= A+M;
    end
    shift: begin
        {A_next,Q_next,q_next} <= {A[7], A, Q};
        n_next <= n -1;
    end
    endcase
end
assign r_out = {A,Q};
endmodule
==> design/flow/run.sh <==
#!/bin/bash
# OpenROAD 26Q1-2900-gdf79404cd8, Yosys 0.63+post, stock flow scripts
make -C /OpenROAD-flow-scripts/flow DESIGN_CONFIG=/design/flow/config.mk WORK_HOME=/design/flow/orfs finish
==> design/flow/config.mk <==
export PLATFORM = sky130hd
export DESIGN_NAME = booths_multiplier
export DESIGN_NICKNAME = booths_multiplier
export VERILOG_FILES = /design/flow/design.v
export SDC_FILE = /design/flow/constraint.sdc
export NUM_CORES = 4
export LEC_CHECK = 1
export CORE_AREA = 10 10 111 111
export DIE_AREA = 0 0 121 121
==> design/flow/constraint.sdc <==
current_design booths_multiplier

set clk_period 1.0
set clk_io_pct 0.2

create_clock -name clk0 -period $clk_period [get_ports {clk}]

set non_clock_inputs [all_inputs -no_clocks]
set_input_delay [expr $clk_period * $clk_io_pct] -clock clk0 $non_clock_inputs
set_output_delay [expr $clk_period * $clk_io_pct] -clock clk0 [all_outputs]
==> CHANGELOG.md <==
### Implementation results

- Max-area cell share: 29.1%
- Register area: 0.00104 sq mm
- GP Congestion: 0.825
- Reg clk slew, reported paths: 0.05 ns
- Hold-fix buffers, CTS: 0
- Die ar.: 0.0146 sq mm
- Met2 wire length: 2100 um
- Logic cell area: 800 sq um
- DRC violations left: 0
- Endpoints left unconstrained: 54
- Int Pwr: 1.49 mW
- RSZ-0062 raised after global routing: yes
- First-iteration detailed-routing DRC count: 57
- Avg Cell Area, Syn: 11.1 sq um
- Post-DP HPWL: 3390 um
- Post-layout util: 26.2%
- Combinational cell fraction of total power: 16.5%
- Die Y: 121 um
- ANT nets after route: 0
- Top cells by area: dfrtn_1 29%, dlxtn_1 25%, ha_1 8.6%
- Congestion Overflow GR: 0
- Final count of pins violating max slew: 0
- Post-Syn Area: 0.00189 sq mm
- Layout cells sized above 1: 26.8%
- Met3 routed WL: 119 um
- Post-DR wirelength/cell: 11.3 um
- Max-Cap Viols: 0
- Slowest cell on crit path: dfrtn_1
- First-pass GRT wire length: 7100 um
- Net Switching: 465 uW
- Final Hold Fails: 0
- Final Non-Filler Cells: 368
- Top sig layer: met4
- Worst slew margin relative to its limit: 64.2%
- Async set or reset register ratio after synthesis: 42.6%
- Placed Cells: 357
- Area Overhead vs Synth: 36.7%
- Crit Path Class: flop to primary output
- Row Count: 36
- Most used flip-flop cell: dlxtn_1
- CP Capture Type: primary output
- CP Cell Sequence: inv_2, ha_4, buf_6
- Io pins: 36
- # Cells Yosys: 171
- Fp util: 19.2%
- PD cells: 756 mW/mm^2
- Post-synth EDFFs: 0
- Largest net degree at the start of global routing: 18
- H-Tree Depth: 1
- Clock buffer depth: 2
- TritonCTS clock tree: done
- Register pins left without a clock: 31
- CTS Buf Count: 3
- Drt pass-1 iters: 4
- Post-Syn Instances: 171
- Core ar.: 0.00986 sq mm
- CP Max Fanout: 2
- Final setup vio count: 17
- Ys flops: 54
- Routed Wire Length: 4150 um
- Failing checks: negative setup slack
- Chip Width: 121 um
- Vias: 1377
- CP startpoint kind: flop
- Root buffer cell: clkbuf_8
- Crit-path leading delay family: flip-flops
- Yosys synthesis chip area: 0.00189 sq mm
- Clk pwr share: 30.4%
- CP max stage delay: 0.42 ns
- Flop pwr share: 53.0%
- Initial antenna violation count: 0
- Commonest cells post-synth: 31 x dlxtn_1, 22 x dfrtn_1, 14 x inv_1
- Yosys warning count: 1
- Gr usage total: 5.88%
- Wl on met1: 1890 um
- Routed vias/inst: 3.74
- Switching Fraction: 23.8%
- Port Buffer Count: 35
- Count of tool warnings: 32
- Leakage power: 1.24 nW
- VDD IR max: 0.000405 V
- Tightest Hold Check Type: input pin to async pin
- Total power: 1.96 mW
- Worst Tran Pin Value: 0.536 ns
- CP Data Arrival Time: 1.51 ns
- Count leader, synth: dlxtn_1
- Post-synth cell types: 37
- CP required: 0.80 ns
- Vias in the first global route: 1466
- Ant diodes: 0
- Crit path buf inv count: 2
- Status: finished with violations
- Post-synth top area cell: dfrtn_1
- Final worst slack: -0.712 ns
- Setup TNS: -8.50 ns
- Filler instances: 1038
## area by class of cell
class,instances,area share [%]
Clock inverter,1,0.145
Tap cell,133,6.43
Inverter,13,1.89
Sequential cell,54,40.3
Timing Repair Buffer,63,18.6
Clock buffer,4,1.74
Multi-Input combinational cell,100,30.9
## repair_timing
item / 4_1_cts / 5_1_grt
resized: 58 / 0
pin swaps: 1 / 0
buffers inserted: 6 / 1
endpoints found under the setup margin: 17 / 17
## metrics by stage
step                      setup slack [ns]  hold slack (ns)  cell area, sq um
after floorplan                     -0.363            0.296              1900
after global placement              -0.745             1.06              2560
after CTS                           -0.714            0.771              2580
final                               -0.712            0.749              2590
after global routing                -0.749            0.788              2590
after detailed placement            -0.752             1.07              2560
## layout by cell type (no fill, tap or decap), types with 5 or more instances in the layout
| master | instances |
|---|---|
| buf_2 | 16 |
| buf_4 | 28 |
| clkdlybuf4s50_1 | 18 |
| dfrtn_1 | 22 |
| dlxtn_1 | 31 |
| ha_1 | 12 |
| inv_1 | 12 |
| mux2_2 | 8 |
| nand2_1 | 8 |
| nor2_1 | 5 |
| nor2b_1 | 7 |
| xnor2_1 | 11 |
## final timing paths
path	startpoint	end	slack (ns)	cells past startpoint
setup / recovery	state[0]	ready	-0.71	3
hold / removal	reset	Q[4]	0.75	2
max in group asynchronous	reset	A[7]	0.07	2
min in group clk0	Q[3]	r_out[3]	1.42	1
## per-layer routing
metal | vias to the layer above | GRT usage [%]
met5 | - | 0
met4 | 0 | 0.754
met3 | 2 | 0.945
met2 | 16 | 9.97
met1 | 655 | 7.95
li1 | 704 | -
## cells by family after synthesis
| logic type | Yosys count | synth area share [%] |
|---|---|---|
| AND/OR/NAND/NOR | 36 | 10.0 |
| latches | 31 | 24.6 |
| AND-OR/OR-AND | 26 | 9.65 |
| flip-flops | 23 | 30.5 |
| buffers and inverters | 17 | 3.37 |
| XOR/XNOR | 15 | 6.94 |
| adder cells (fa/ha/maj) | 14 | 9.65 |
| multiplexers | 9 | 5.29 |
## flip-flops by register name, indices dropped and copies added, names as in the netlist
register    count
A               8
A_next          8
M               8
Q               8
Q_next          8
n               4
n_next          4
state           2
state_next      2
q               1
q_next          1
## power by group through the flow
stage	logic, mW	clock network [mW]	registers [mW]
4_1_cts	0.331	0.622	1.04
5_1_grt	0.362	0.669	1.04
6_report	0.323	0.595	1.04
No activity file was given, so power comes from the tool's default toggle rates.
