$ cat design/flow/design.v
module multiplier_repad(r, ready, clock, reset, start, a_in, b_in);
input clock;             
input reset;             
input start;             
input [7:0] a_in;        
input [7:0] b_in;        
output ready;            
output [15:0] r;                
parameter IDLE = 2'b00;
parameter AB0 = 2'b01;
parameter LOAD = 2'b10;
parameter OP = 2'b11;
reg [1:0] state;
reg [1:0] state_next;
always @(posedge clock , negedge reset) 
begin
    if(~reset)
        state <= IDLE;
    else    
        state <= state_next;
end
always @(state, start, reset, n_next) 
begin
    if(~reset)
        state_next <= IDLE;
    else
    begin
        case (state)
        IDLE: begin
            if(start)
            begin
                if((~|a_in)|(~|b_in))
                    state_next <= AB0;
                else
                    state_next <= LOAD;
            end    
        end
        AB0: state_next <= IDLE;
        LOAD:state_next <= OP;
        OP: begin
            if(~|n_next)
                state_next<= IDLE;
        end
        default: state_next<= IDLE;
        endcase
    end
end
assign ready = ~|state ;
reg [7:0] a;     
reg [7:0] n;     
reg [15:0] r;  
reg [7:0] a_next;
reg [7:0] n_next;
reg [15:0] r_next;
always @(posedge clock,negedge reset) 
begin
    if(~reset)
    begin
        a <= 8'h00;
        n <= 8'h00;
        r <= 16'h0000;
    end
    else
    begin
        a <= a_next;
        n <= n_next;
        r <= r_next;
    end
end
always @(state, start,a,n,subtract_out, add_out) 
begin
    case (state)
    AB0: begin
        a_next <= a;
        n_next <= n;
        r_next <= 16'h0000;
    end
    LOAD: begin
        a_next <= a_in;
        n_next <= b_in;
        r_next <= 16'h0000;
    end
    OP: begin
        a_next <= a;
        n_next <= subtract_out;
        r_next <= add_out;
    end
    default: begin
        a_next <= a;
        n_next <= n;
        r_next <= r;
    end
    endcase
end
wire [7:0] subtract_out;
assign subtract_out = n - 1;
wire [15:0] add_out;
assign add_out = r + {8'h00,a};
wire test;
assign test = ~|n_next;
endmodule
$ cat design/flow/run.sh
#!/bin/bash
# OpenROAD 26Q1-2900-gdf79404cd8, Yosys 0.63+post, stock flow scripts
make -C /OpenROAD-flow-scripts/flow DESIGN_CONFIG=/design/flow/config.mk WORK_HOME=/design/flow/orfs finish
$ cat design/flow/config.mk
export PLATFORM = sky130hd
export DESIGN_NAME = multiplier_repad
export DESIGN_NICKNAME = multiplier_repad
export VERILOG_FILES = /design/flow/design.v
export SDC_FILE = /design/flow/constraint.sdc
export NUM_CORES = 4
export LEC_CHECK = 1
export CORE_AREA = 10 10 112 112
export DIE_AREA = 0 0 122 122
$ cat design/flow/constraint.sdc
current_design multiplier_repad

set clk_period 4.7
set clk_io_pct 0.2

create_clock -name clk0 -period $clk_period [get_ports {clock}]

set non_clock_inputs [all_inputs -no_clocks]
set_input_delay [expr $clk_period * $clk_io_pct] -clock clk0 $non_clock_inputs
set_output_delay [expr $clk_period * $clk_io_pct] -clock clk0 [all_outputs]
==> Slide: Implementation Results <==
Flow Results at a Glance

Outcome
  – Result of the run: complete, no violations

Clock network
  – Level count of the clock H-tree: 2
  – Max clock buf depth: 2
  – Count of hold-fix buffers inserted at cts: 0
  – Buffers inserted by post-CTS timing repair: 0
  – Count of cells resized by post-cts repair: 0
  – Clk ins delay skew pair: 0.29 ns
  – TritonCTS clock tree: yes
  – Clock buffers created by TritonCTS: 5
  – Clock-pin slew of the registers on the worst-case setup and hold paths: 0.07 ns
  – Clock tree root buffer cell: sky130_fd_sc_hd__clkbuf_8

Worst setup path
  – Cell class contributing the biggest share of worst-path delay: buffers and inverters
  – Worst Reg-to-Reg Cells: 8
  – Crit path DAT: 1.89 ns
  – Worst reg2reg path startpoint: r[0]
  – Endpoint kind of the worst setup timing path: primary output
  – Endpoint of the lowest-slack register-to-register path: r[12]
  – Number of buffer and inverter stages on the critical path: 2
  – CP max stage cell: sky130_fd_sc_hd__dfrtp_1
  – Sequence of cells on the critical path: nor2_1 -> buf_4 -> clkdlybuf4s50_1
  – Critical Path Start Type: flip-flop
  – Critical setup path kind: reg -> out
  – Maximum net fanout on the critical path: 28
  – Data required time of the worst path: 3.76 ns
  – Worst R2R Setup Slack: 2.51 ns
  – CP peak stage delay: 0.68 ns

STA
  – Register pins left without a clock: 2
  – Minimum clock period: around 2.8 ns
  – Least-Margin Pin Slew: 0.802 ns
  – Worst Skew: 0.0135 ns
  – Final cycle utilization of the critical path: 0.602
  – Slew Limit Fails: 0
  – RSZ-0062 raised after global routing: false
  – Final TNS setup: 0 ns
  – Count of endpoints failing hold in the final timing report: 0
  – Final count of negative-setup-slack endpoints: 0
  – Worst slew margin: 0.465
  – Maximum clock frequency: roughly 0.35 GHz
  – Endpoints left unconstrained: 4

Flow run
  – Tool warning count: 25
  – Max-Cap Viols: 0

Global routing
  – Antenna violations before repair: 0
  – All-layer global routing usage: 0.0663
  – Global-route wire length before repair: around 8100 um
  – Congestion Overflow GR: 0
  – Maximum number of pins on one net before global-route repair: 38
  – Vias in the first global route: between 1,500 and 2,000

Logic synthesis
  – Post-synth top area cell: sky130_fd_sc_hd__dfrtp_1
  – Mean instance size in the synthesized netlist: 9.20 um2
  – Cells in synth_stat.txt: 219
  – Summed standard-cell area reported by yosys: 2010 um2
  – Synthesized netlist cell count: 219
  – Distinct cell type count after synthesis: about 47
  – Mapped Area: 2010 um2
  – Synthesis Warnings: 1
  – Ys async rst share: 0.944
  – Number of synthesized register bits: 36
  – Number of flops mapped to enable cells by yosys: 0
  – Top cells by area: sky130_fd_sc_hd__dfrtp_1, sky130_fd_sc_hd__nand2_1, sky130_fd_sc_hd__ha_1
  – Area share of the largest cell type after synthesis: 0.422
  – Main flop type: sky130_fd_sc_hd__dfrtp_1

Detailed routing
  – Total met2 wirelength after detailed routing: 2500 um
  – Number of violations reported at the end of detailed-routing iteration 0: 71
  – Post-route ant nets: 0
  – Via density per instance: 4.32
  – Wirelength per Cell: 12.5 um
  – Antenna Cells: 0
  – Drt pass-1 iters: 7
  – Highest routed layer: met4
  – Met1 routed wirelength after detailed routing: 2010 um
  – Via count of the routed design: 1,694
  – Total length of routed wires: 4920 um
  – Routed length on met3: 359 um
  – DRC violation count after routing: 0

Floorplan
  – Total die size: 14,900 um2
  – Number of I/O pins: 36
  – Standard-cell rows: 37
  – Die X-Extent: 122 um
  – Placeable core region: 10,200 um2
  – Share of the core filled by cells before placement: 0.197
  – Die Span Y: 122 um

Power
  – Areal power density over the cells: about 220 nW/um2
  – Maximum vdd ir drop: 98.2 uV
  – Lkg Pwr: around 1.1 nW

Place
  – Total instance count after detailed placement: 384
  – Global placer's final weighted congestion: 0.858
  – Detail Placement HPWL: approximately 3800 um
  – Number of input and output port buffers inserted: 35

Cells and area
  – Layout cell share with drive strength beyond 1: 0.0586
  – Final standard cell count with taps included and fillers excluded: 392
  – P&R area growth vs syn: 27.6%
  – Total of fill cells in the finished design: between 1,000 and 1,500

Hold path
  – Hold path depth: 2
  – Worst Hold Path EP: a[0]
  – Classification of the worst-slack hold path: reg -> reg
  – Hold Path Origin: a[0]
placed cells by master (no fill, tap or decap), types with 2 or more instances in the layout:
master / count
sky130_fd_sc_hd__nand2b_1: 3
sky130_fd_sc_hd__nor3_1: 5
sky130_fd_sc_hd__nor2_1: 9
sky130_fd_sc_hd__o22ai_1: 2
sky130_fd_sc_hd__or3_1: 3
sky130_fd_sc_hd__and2_1: 2
sky130_fd_sc_hd__inv_1: 7
sky130_fd_sc_hd__clkbuf_8: 5
sky130_fd_sc_hd__a22o_1: 2
sky130_fd_sc_hd__nand2_1: 40
sky130_fd_sc_hd__xor2_1: 8
sky130_fd_sc_hd__nand3_1: 5
sky130_fd_sc_hd__nand3b_1: 2
sky130_fd_sc_hd__a21oi_1: 13
sky130_fd_sc_hd__xnor2_1: 6
sky130_fd_sc_hd__o21ai_0: 19
sky130_fd_sc_hd__dlxtn_1: 2
sky130_fd_sc_hd__a221o_1: 3
sky130_fd_sc_hd__a21o_1: 3
sky130_fd_sc_hd__a21boi_0: 3
sky130_fd_sc_hd__buf_4: 2
sky130_fd_sc_hd__o21a_1: 3
sky130_fd_sc_hd__nor4_1: 4
sky130_fd_sc_hd__dfrtp_1: 34
sky130_fd_sc_hd__clkdlybuf4s50_1: 35
sky130_fd_sc_hd__nand4_1: 3
sky130_fd_sc_hd__a31oi_1: 3
sky130_fd_sc_hd__ha_1: 9
cells in the mapped netlist (3+ instances only):
master / n
sky130_fd_sc_hd__nor2_1: 9
sky130_fd_sc_hd__nand4_1: 3
sky130_fd_sc_hd__nand2_1: 40
sky130_fd_sc_hd__a21boi_0: 3
sky130_fd_sc_hd__xnor2_1: 6
sky130_fd_sc_hd__a21o_1: 3
sky130_fd_sc_hd__nor4_1: 4
sky130_fd_sc_hd__a31oi_1: 3
sky130_fd_sc_hd__nand2b_1: 3
sky130_fd_sc_hd__dfrtp_1: 34
sky130_fd_sc_hd__nor3_1: 5
sky130_fd_sc_hd__o21a_1: 3
sky130_fd_sc_hd__inv_1: 7
sky130_fd_sc_hd__o21ai_0: 19
sky130_fd_sc_hd__a21oi_1: 13
sky130_fd_sc_hd__xor2_1: 8
sky130_fd_sc_hd__ha_1: 9
sky130_fd_sc_hd__nand3_1: 5
sky130_fd_sc_hd__clkbuf_1: 3
sky130_fd_sc_hd__a221o_1: 3
sky130_fd_sc_hd__or3_1: 3
stage by stage:
stage                     hold WS [ns]  power [mW]  setup WS (ns)  utilization  area [um2]
after floorplan                  0.452       0.331           2.63            -        2010
after global placement           0.474       0.362           2.20        0.243        2480
after detailed placement         0.475       0.363           2.18        0.243        2480
after CTS                        0.498       0.580           1.84        0.251        2570
after global routing             0.529       0.600           1.69        0.251        2570
final                            0.487       0.570           1.87        0.251        2570
worst register-to-register path: cells and delay by family, from the launching register on:
| family | cells | cell delay, ns |
|---|---|---|
| simple gates | 2 | 0.22 |
| flops | 1 | 0.41 |
| compound gates | 3 | 0.64 |
| fa+ha+maj | 2 | 0.64 |
| xor+xnor | 1 | 0.16 |
flip-flops by register name (all words and copies together), names as in the netlist:
name / flops
state: 2
state_next: 2
n: 8
r: 16
a: 8
power breakdown:
group          internal [mW]  switching (mW)  total [mW]
Clock                  0.104           0.109       0.214
Combinational         0.0268          0.0245      0.0513
Sequential             0.299         0.00603       0.305
Total                  0.430           0.140       0.570
routing by layer:
layer,up-vias,GRT usage
met4,0,0.0142
met2,44,0.117
li1,856,-
met1,792,0.0786
met5,-,0
met3,2,0.0178
cells by family after synthesis:
group                    share of synthesized area
latches                                     0.0149
buffers and inverters                       0.0485
flip-flops                                   0.422
AND/OR/NAND/NOR                              0.207
adder cells (fa/ha/maj)                     0.0658
AND-OR/OR-AND                                0.180
XOR/XNOR                                    0.0609
layout make-up:
type | count | area (um2) | share of cell area
Multi-Input combinational cell | 167 | 1040 | 0.403
Sequential cell | 36 | 881 | 0.343
Timing Repair Buffer | 37 | 365 | 0.142
Tap cell | 136 | 170 | 0.0662
Clock buffer | 6 | 72.6 | 0.0282
Inverter | 8 | 32.5 | 0.0127
Clock inverter | 2 | 13.8 | 0.00535
worst max-delay path by stage:
stage         startpoint    end  slack, ns  cells after the start
global route    state[0]  ready       1.69                      3
CTS             state[0]  ready       1.84                      3
finish          state[0]  ready       1.87                      3
Power is estimated from default activity; no workload was simulated.
