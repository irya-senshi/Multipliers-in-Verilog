==> ./run.sh <==
#!/bin/bash
# OpenROAD 26Q1-2900-gdf79404cd8, Yosys 0.63+post, stock flow scripts
make -C /OpenROAD-flow-scripts/flow DESIGN_CONFIG=/design/flow/config.mk WORK_HOME=/design/flow/orfs finish
==> ./config.mk <==
export PLATFORM = sky130hd
export DESIGN_NAME = add_shift_multiplier
export DESIGN_NICKNAME = add_shift_multiplier
export VERILOG_FILES = /design/flow/design.v
export SDC_FILE = /design/flow/constraint.sdc
export NUM_CORES = 4
export LEC_CHECK = 1
export CORE_UTILIZATION = 40
==> ./constraint.sdc <==
current_design add_shift_multiplier

set clk_period 2.0
set clk_io_pct 0.2

create_clock -name clk0 -period $clk_period [get_ports {clock}]

set non_clock_inputs [all_inputs -no_clocks]
set_input_delay [expr $clk_period * $clk_io_pct] -clock clk0 $non_clock_inputs
set_output_delay [expr $clk_period * $clk_io_pct] -clock clk0 [all_outputs]
==> ./design.v <==
module add_shift_multiplier(r, ready, clock, reset, a_in, b_in, start);
input clock;             
input reset;             
input [7:0] a_in;        
input [7:0] b_in;        
input start;             
output [15:0] r;         
output ready;            
parameter idle= 2'b00;
parameter shift= 2'b01;
parameter add = 2'b10;
reg [1:0] state;
reg [1:0] state_next;
always @(negedge clock, negedge reset)
begin
    if(~reset)
        state <= idle;
    else
        state <= state_next;
end
always @(state, start, b, n_next, b_next) 
begin
    case (state)
    idle: begin
        if(start)
        begin
            if(b_in[0])
                state_next <= add;
            else
                state_next <= shift;
        end
    end
    add: state_next <= shift;
    shift: begin
        if(n_next)
        begin
            if(b_next[0])
                state_next <= add;
            else
                state_next <= shift;
        end
        else
            state_next <= idle;
    end
    default: state_next <= state;
    endcase
end
assign ready = ~|state;
reg [15:0] a;
reg [7:0] b;
reg [3:0] n;             
reg [15:0] r;
reg [15:0] a_next;
reg [7:0] b_next;
reg [3:0] n_next;             
reg [15:0] r_next;
always @(negedge clock, negedge reset)
begin
    if(~reset)
    begin
        a <= 16'h0000;
        b <= 8'h00;
        n <= 4'h8;
        r <= 16'h0000;
    end
    else
    begin
        a <= a_next;
        b <= b_next;
        n <= n_next;
        r <= r_next;
    end
end
always @(state, start, a, b, r, n)  
begin
    case (state)
    idle:begin
        if(start)
        begin
            a_next <= a_in;
            b_next <= b_in;
            n_next <= 4'h8;
            r_next <= 16'h0000;
        end
    end
    add: begin
        a_next <=a;
        b_next <= b;
        n_next <= n;
        r_next <= r+a;
    end
    shift: begin
        a_next <= a<<1;
        b_next <= b>>1;
        n_next <= n-1;
        r_next <= r;
    end
    default: begin
        a_next <= a;
        b_next <= b;
        n_next <= n;
        r_next <= r; 
    end 
    endcase
end
endmodule
==> Slide: Implementation Results <==
Flow Results at a Glance

Routing
  – Number of vias after detailed routing: 2346
  – Tally of nets with antenna violations remaining after routing: 0
  – Violation tally from detailed-route iteration zero: 106
  – Total inserted antenna cells: 0
  – Iteration count of the initial detailed-routing pass: 4
  – Sum of routed wire length over all layers: 6450 µm
  – Post-DR vias/cell: 4.95
  – DRC violations left: 0
  – Routed len/inst: 13.6 µm

Worst setup path
  – Startpoint kind of the worst setup timing path: flop
  – Peak per-stage delay on the critical path: 0.45 ns
  – Critical Path Fanout Max: 2
  – Worst Setup End Kind: output pin
  – Worst setup path class: reg -> out
  – Library cell contributing the largest single delay on the critical path: sky130_fd_sc_hd__dfrtn_1
  – Endpoint required time on the critical path: 1.60 ns
  – Data arrival time of the critical path: 1.90 ns
  – CP cell instances: nor2_4 -> buf_2

Placed design
  – IO buf count: 35
  – Routability Congestion: 0.828
  – HPWL Detailed: 4210 µm
  – Worst slack after detailed placement: -0.322 ns

Global routing
  – Number of antenna violations at the first check in global routing: 0
  – Met1 capacity usage during global routing: 29.4%
  – Global-route wire length before repair: 11300 µm
  – Most utilized layer in the global route result: met1
  – Overall overflow remaining after global route: 0
  – Met2 GRT Util: 25.0%
  – Overall track demand over capacity in global routing: 17.2%
  – Pin count of the biggest net entering global routing: 55
  – Met3 track demand over resource in global routing: 3.17%
  – Via count of the first global-routing pass: 2253

Yosys
  – Leading area contributor after synthesis: sky130_fd_sc_hd__dfrtn_1
  – Top-area cell share: 34.3%
  – Yosys cell count: 310
  – Post-synth regs: 92
  – Synth Instances: 310
  – Yosys stat area: 3290 µm²
  – Main area contributors after synthesis: sky130_fd_sc_hd__dfrtn_1 34%, sky130_fd_sc_hd__dlxtn_1 21%, sky130_fd_sc_hd__ha_1 6.1%
  – Syn Std Cell Area: 3290 µm²
  – Library cells used by synthesis: 47
  – Number of synthesized flops with an enable pin: 0
  – Number of warning messages in the yosys log: 1
  – Share of async-settable or async-resettable flops after synthesis: 50.0%
  – Avg Inst Size Synth: 10.6 µm²
  – Most frequently used flop master after synthesis: sky130_fd_sc_hd__dlxtn_1

Final timing
  – Number of pins exceeding their max-slew limit in the final report: 0
  – RSZ-0062 raised after global routing: true
  – Slew HR: 47.1%
  – Pin slew with the least headroom to its limit: 0.789 ns
  – Final setup violation count: 17
  – Final Hold Vio Count: 0
  – Crit path setup slack, layout: -0.301 ns
  – Number of unconstrained endpoints: 92
  – Number of register pins that no clock reaches: 46

Outcome
  – Result of the run: complete, but fails checks
  – Violated checks: negative setup slack

Hold path
  – Worst hold path type: in -> async

Clock tree
  – Clock input transition at the sequential cells of the worst setup and hold paths: 0.06 ns
  – Number of buffers on the longest clock path: 2
  – CTS Hold Buffers Added: 0
  – TritonCTS clock tree: built
  – Root Driver: sky130_fd_sc_hd__clkbuf_8
  – H-tree Lvls: 2
  – TritonCTS Buffers: 5

Run
  – Warning total across the stage logs: 29
  – Number of maximum-capacitance violations: 0

Cells and area
  – Register Area: 1840 µm²
  – Multi-input gate area in the final layout: 1370 µm²
  – Most frequently placed logic cells in the final layout: 46 x sky130_fd_sc_hd__dlxtn_1, 45 x sky130_fd_sc_hd__dfrtn_1, 34 x sky130_fd_sc_hd__nand2_1, 32 x sky130_fd_sc_hd__buf_4, 30 x sky130_fd_sc_hd__o21ai_0
  – Number of filler cells placed in the layout: 730
  – Most frequent standard cell in the layout excluding fill and tap cells: sky130_fd_sc_hd__dlxtn_1
  – Post-synthesis to final-layout area growth: 21.4%
  – Proportion of layout cells with a drive suffix above 1: 18.8%

Floorplanning
  – Die Wd: 92.6 µm
  – I/O pins: 36
  – Row count: 32
  – Core Footprint: 7850 µm²
  – Fp_density: 41.9%
  – DIE HEIGHT: 92.6 µm
  – Area enclosed by the die boundary: 8580 µm²

Pwr
  – Total design power: 1.62 mW
  – Maximum vdd ir drop: 0.264 mV
  – Power per standard cell area: 406 nW/µm²
  – Total leakage power: 1.99 nW
-- state kept, by name (all words and copies together), names as in the netlist --
name        cells
a              16
r              16
b_next          8
r_next         16
a_next         16
state_next      2
b               8
n_next          4
state           2
n               4
-- metal layers --
layer  vias up  routed length, µm
met5         -                  0
met4         0                 31
met3         2                375
met2        54               2720
met1      1077               3320
li1       1213                  -
-- per-stage QoR --
| stage | setup TNS, ns | std cells | util, % | area (µm²) | hold WS, ns |
|---|---|---|---|---|---|
| finish | -3.39 | 474 | 50.8 | 3990 | 0.975 |
| global route | -4.07 | 474 | 50.8 | 3990 | 0.998 |
| CTS | -3.64 | 470 | 50.4 | 3960 | 0.981 |
| detailed placement | -4.27 | 454 | 49.6 | 3890 | 1.31 |
| global placement | -4.18 | 454 | 49.6 | 3890 | 1.31 |
| floorplan | -0.0819 | 310 | - | 3320 | 0.996 |
-- kinds of logic after synthesis --
group	synth area share, %
compound gates	16.0
simple gates	10.8
flops	35.1
latches	21.0
buf+inv	2.74
fa+ha+maj	6.70
mux	4.95
xor+xnor	2.67
-- final timing paths --
kind                                     from              end  slack (ns)  depth (start not counted)
min in group clk0             r[15]$_DFF_NN0_            r[15]        2.13                          1
setup / recovery           state[0]$_DFF_NN0_            ready       -0.30                          2
hold / removal                          reset  r[13]$_DFF_NN0_        0.98                          2
max in group asynchronous               reset   n[0]$_DFF_NN0_        0.80                          2
-- cells in the mapped netlist (2+ instances only) --
| cell type | count |
|---|---|
| sky130_fd_sc_hd__nor3_1 | 3 |
| sky130_fd_sc_hd__a22o_1 | 14 |
| sky130_fd_sc_hd__nor2b_1 | 7 |
| sky130_fd_sc_hd__nor2_1 | 12 |
| sky130_fd_sc_hd__inv_1 | 10 |
| sky130_fd_sc_hd__nand2_1 | 34 |
| sky130_fd_sc_hd__mux2_2 | 2 |
| sky130_fd_sc_hd__nor3b_1 | 2 |
| sky130_fd_sc_hd__a211o_1 | 2 |
| sky130_fd_sc_hd__clkbuf_1 | 12 |
| sky130_fd_sc_hd__ha_1 | 16 |
| sky130_fd_sc_hd__a21o_1 | 3 |
| sky130_fd_sc_hd__nand2b_1 | 2 |
| sky130_fd_sc_hd__o31ai_1 | 2 |
| sky130_fd_sc_hd__dfrtn_1 | 45 |
| sky130_fd_sc_hd__xnor2_1 | 5 |
| sky130_fd_sc_hd__mux2i_1 | 14 |
| sky130_fd_sc_hd__nand3_1 | 4 |
| sky130_fd_sc_hd__o21ai_0 | 30 |
| sky130_fd_sc_hd__xor2_1 | 5 |
| sky130_fd_sc_hd__a21oi_1 | 10 |
| sky130_fd_sc_hd__and3_1 | 3 |
| sky130_fd_sc_hd__dlxtn_1 | 46 |
| sky130_fd_sc_hd__nor4_1 | 3 |
| sky130_fd_sc_hd__buf_1 | 2 |
-- report_power, final --
part	switching (mW)	total [mW]	internal (mW)
sequential	0.000437	0.939	0.939
clock	0.331	0.612	0.281
combinational	0.0286	0.0672	0.0386
total	0.360	1.62	1.26
-- repair_timing --
| action | 4_1_cts | 5_1_grt |
|---|---|---|
| endpoints found under the hold margin | 0 | 0 |
| setup buffers | 8 | 4 |
| resized | 51 | 0 |
| pin swaps | 1 | 0 |
| endpoints found under the setup margin | 17 | 17 |
-- layout make-up --
type / count / area share [%]
multi-input combinational: 194 / 34.2
clock buffer: 6 / 2.07
timing repair buffer: 68 / 13.0
tap: 102 / 3.20
clock inverter: 3 / 0.408
sequential: 92 / 46.2
inverter: 9 / 0.847
-- worst max-delay path, delay by kind of cell, from the launching register on --
kind / cells / cell delay, ns
flops: 1 / 0.45
simple gates: 1 / 0.05
buf+inv: 1 / 0.10
Power and IR drop assume default switching activity.
